==> flow/config.mk <==
export PLATFORM = sky130hd
export DESIGN_NAME = pci_arbiter
export DESIGN_NICKNAME = pci_arbiter
export VERILOG_FILES = /design/flow/design.v
export SDC_FILE = /design/flow/constraint.sdc
export NUM_CORES = 4
export LEC_CHECK = 1
export CORE_AREA = 10 10 72 72
export DIE_AREA = 0 0 82 82
==> flow/constraint.sdc <==
current_design pci_arbiter

set clk_period 2.5
set clk_io_pct 0.2

create_clock -name clk0 -period $clk_period [get_ports {clk}]

set non_clock_inputs [all_inputs -no_clocks]
set_input_delay [expr $clk_period * $clk_io_pct] -clock clk0 $non_clock_inputs
set_output_delay [expr $clk_period * $clk_io_pct] -clock clk0 [all_outputs]
==> flow/design.v <==
`timescale 1ns / 1ps
module pci_arbiter(clk, reset_n, REQ0, REQ1, REQ2, REQ3,
 GNT0, GNT1, GNT2, GNT3 ) ; 
input clk ,reset_n ,REQ0 ,REQ1 ,REQ2, REQ3 ; 
output GNT0 , GNT1 ,GNT2 ,GNT3 ; 
reg GNT0 ;  
reg GNT1 ; 
reg GNT2 ; 
reg GNT3 ; 
reg [2:0]arbiter_state ;  
always @ (posedge clk or negedge reset_n) 
begin 
    if (reset_n == 0) 
         begin  
            GNT0 <= 0 ; 
            GNT1 <= 0 ; 
            GNT2 <= 0 ; 
            GNT3 <= 0 ; 
            arbiter_state <= 0 ;  
        end 
   else 
         case (arbiter_state) 
         0:    begin  
                  GNT0 <= 0 ; 
                  GNT1 <= 0 ; 
                  GNT2 <= 0 ; 
                  GNT3 <= 0 ; 
                 if (REQ0 == 1)       
                    arbiter_state <= 1 ;  
                 else if (REQ1 == 1) 
                    arbiter_state <= 2 ;  
                 else if (REQ2 == 1) 
                    arbiter_state <= 3 ;  
                 else if (REQ3 == 1) 
                    arbiter_state <= 4 ;   
                 else 
                    arbiter_state <= 0 ; 
                 end 
        1:    begin  
                GNT0 <= 1 ; 
                GNT1 <= 0 ; 
                GNT2 <= 0 ; 
                GNT3 <= 0 ; 
                if (REQ0 == 1)  
                  arbiter_state <= 1 ;  
                else if (REQ1 == 1) 
                   arbiter_state <= 2 ;   
                 else if (REQ2 == 1) 
                     arbiter_state <= 3 ;  
                else if (REQ3 == 1) 
                    arbiter_state <= 4 ;  
                else 
                     arbiter_state <= 1 ; 
              end 
         2:    begin  
                  GNT0 <= 0 ; 
                  GNT1 <= 1 ; 
                  GNT2 <= 0 ; 
                  GNT3 <= 0 ; 
                 if (REQ1 == 1)  
                      arbiter_state <= 2 ;    
                 else if (REQ2 == 1) 
                        arbiter_state <= 3 ;   
                 else if (REQ3 == 1) 
                    arbiter_state <= 4 ;  
                else 
                    arbiter_state <= 1 ; 
                end 
         3:     begin  
                     GNT0 <= 0 ; 
                     GNT1 <= 0 ; 
                     GNT2 <= 1 ; 
                     GNT3 <= 0 ; 
                     if (REQ2 == 1)   
                        arbiter_state <= 3 ;  
                     else if (REQ0 == 1) 
                        arbiter_state <= 1 ;  
                     else if (REQ1 == 1) 
                        arbiter_state <= 2 ;  
                     else if (REQ3 == 1) 
                        arbiter_state <= 4 ;  
                     else 
                        arbiter_state <= 1 ; 
                 end 
        4:      begin  
                GNT0 <= 0 ; 
                GNT1 <= 0 ; 
                GNT2 <= 0 ; 
                GNT3 <= 1 ; 
                if (REQ3 == 1)  
                    arbiter_state <= 4 ;  
                else 
                    arbiter_state <= 1 ; 
                end 
       default: arbiter_state <= 0 ;   
   endcase 
   end 
   endmodule 
==> flow/run.sh <==
#!/bin/bash
# OpenROAD 26Q1-2900-gdf79404cd8, Yosys 0.63+post, stock flow scripts
make -C /OpenROAD-flow-scripts/flow DESIGN_CONFIG=/design/flow/config.mk WORK_HOME=/design/flow/orfs finish
==> flow_metrics.py <==
# Flow results
metrics = {
    "clock_network": {
        "cts_resized": 0,
        "cts_tree": "yes",
        "cts-buffers-inserted": 3,
        "h-tree-depth": 1,
        "cts_root_buf": "clkbuf_8",
        "post_cts_buffers": 0,
        "path_clk_slew_ps": 40,
        "ctsLongestPathBuffers": 2,
        "clk-insertion-delay-late_ps": 230,
        "postCtsHoldBufs": 0,
        "cts.sinks": 9,
    },
    "yosys": {
        "netlist_area_um2": 404,
        "yosys_area_um2": 404,
        "seq_area_frac_synth_pct": 56.0,
        "top_logic_kind": "AND-OR/OR-AND gates",
        "synth.avg_cell_area_um2": 11.9,
        "synth_cells": 34,
        "synth.distinct_cells": 18,
        "synth_simple_gate_area_share_pct": 20.4,
        "yosysCellCount": 34,
        "yosys.area_share.aoi_pct": 22.6,
        "area_leaders": "dfrtp_1 50%, nor4b_2 7.4%, o21a_1 7.4%",
        "mux_area_share_pct": 0,
        "synth_flops": 9,
        "ys_warn_count": 1,
        "top_area_cell": "dfrtp_1",
        "adder_share_pct": 0,
        "synth.top_cell.area_share_pct": 49.5,
        "ys_sh_xor_pct": 0,
    },
    "detailed_routing": {
        "drt_iter0_drc": 4,
        "vias": 316,
        "n_antenna_cell": 0,
        "routed_wl_um": 828,
        "routedWlPerCell_um": 8.72,
        "drt-vias-per-instance": 3.33,
        "antenna_left": 0,
        "drtPass1Iterations": 4,
        "drc_errors": 0,
    },
    "worst_setup_path": {
        "r2r_end": "GNT1",
        "critPathArrivalTime_ps": 1040,
        "crit_start": "GNT0",
        "path_cells": "clkdlybuf4s50_1",
        "critPathKind": "register to output pin",
        "worstSetupEndpoint": "GNT0",
        "critical_path.top_delay_family": "buffers and inverters",
        "r2r_cells": 2,
        "start_kind": "register",
        "regToRegStartpoint": "arbiter_state[1]",
        "slowest_stage": "clkdlybuf4s50_1",
        "required_ps": 2000,
        "slowest_delay_ps": 470,
        "reg2reg_slack_ps": 1510,
        "cp_max_fo": 2,
        "path_depth": 1,
        "path_buffers": 1,
        "endpoint_kind": "output pin",
    },
    "sta": {
        "max_freq_mhz": 647,
        "tightest_slew_ps": 381,
        "setup_viol": 0,
        "holdWs_ps": 482,
        "slew_violations": 0,
        "max_slew_margin_pct": 74.5,
        "skew_ps": 3.00,
        "period_used_pct": 61.8,
        "finalCriticalPeriod_ps": 1540,
        "hold_viol": 0,
        "rsz0062_at_grt": "false",
        "final.setup.tns_ps": 0,
    },
    "power_and_ir_drop": {
        "p_comb_share_pct": 20.2,
        "pwr-share-seq_pct": 43.1,
        "p_sw_uw": 102,
        "irDropWorstVdd_uv": 594,
        "p_clk_share_pct": 36.7,
        "sw_frac_of_total_pct": 22.9,
        "power_density_nw_per_um2": 740,
        "p_int_uw": 342,
        "leakagePower_uw": 0.000227,
    },
    "floorplan": {
        "chip_area_um2": 6720,
        "die_width_um": 82,
        "core_um2": 3690,
        "die_h_um": 82,
        "initial_utilization_pct": 11.0,
        "rows": 22,
        "io_pins": 10,
    },
    "final_layout": {
        "fillers": 420,
        "design_area_um2": 599,
        "final_cells": 95,
        "layout-drive-gt1-share_pct": 17.0,
        "area_growth_pct": 48.3,
        "comb_area_um2": 174,
        "seq_area_um2": 226,
    },
    "global_routing": {
        "grt_max_degree": 10,
        "globalRouteOverflowTotal": 0,
        "grt_pass1_vias": 323,
        "grtUsageTotal_pct": 2.84,
        "grt_pass1_wl_um": 1510,
        "antenna_found_initial": 0,
    },
    "placed_design": {
        "port_buffers": 9,
        "dp_cells": 91,
        "hpwl_um": 688,
        "place_area_um2": 554,
        "gp_congestion": 0.826,
    },
    "job": {
        "warnings": 25,
        "drv_cap": 0,
    },
    "hold_path": {
        "holdCritPathClass": "register to register",
    },
    "status": {
        "outcome": "finished, final reports clean",
    },
}
==> logic make-up after synthesis <==
kind of cell | count (synthesis)
simple gates | 11
flops | 9
compound gates | 13
buf+inv | 1
==> cells in the mapped netlist (all sizes together) <==
master  n
o21bai  1
a21oi   3
nor4b   2
dfrtp   8
o21ai   1
a21boi  1
nor4    2
nand2b  1
o211ai  1
dfstp   1
o21a    4
inv     1
a31o    1
nor2    5
a21bo   1
and2    1
==> cell usage in the layout, fill, tap and decap left out, types with 2 or more instances in the layout <==
master,count
nor4b_2,2
nor2_1,4
dfrtp_1,8
a21oi_1,3
clkbuf_8,3
clkdlybuf4s50_1,9
o21a_1,4
==> worst min-delay path by stage <==
stage / slack [ps] / startpoint / end / cells past startpoint
4_1_cts: 480 / GNT1 / GNT1 / 1
6_report: 480 / GNT1 / GNT1 / 1
5_1_grt: 510 / GNT1 / GNT1 / 1
==> flip-flops by register name, indices dropped and copies added (netlist names) <==
| name | cells |
|---|---|
| arbiter_state | 5 |
| GNT2 | 1 |
| GNT3 | 1 |
| GNT1 | 1 |
| GNT0 | 1 |
==> metal layers <==
metal	wire length (um)	global-route usage [%]	vias to the layer above
li1	-	-	151
met1	372	3.93	149
met2	369	3.84	14
met3	66	1.54	2
met4	19	0.510	0
met5	0	0	-
==> cell type report <==
type	count	share of cell area (%)
multi-input combinational	24	29.0
tap	48	10.0
inverter	1	0.626
sequential	9	37.8
clock buffer	4	7.52
timing repair buffer	9	15.0
==> per-stage QoR <==
| step | util [%] | worst slack, ps | power (uW) |
|---|---|---|---|
| after global placement | 15.0 | 935 | 284 |
| after CTS | 16.2 | 921 | 454 |
| after global routing | 16.2 | 877 | 478 |
| after floorplan | - | 1500 | 225 |
| final | 16.2 | 955 | 444 |
| after detailed placement | 15.0 | 921 | 288 |
==> worst register-to-register path, stage by stage, from the launching register on <==
cell	delay (ps)
dfrtp_1	450
nor4_1	320
o21a_1	160
==> power by group through the flow <==
stage / clock network [uW] / logic, uW / registers (uW)
CTS: 169 / 93.6 / 192
finish: 163 / 89.5 / 191
global route: 180 / 103 / 196
Power and IR drop assume default switching activity.
